$ cat /design/flow/config.mk
export PLATFORM = sky130hd
export DESIGN_NAME = cursor_pulse
export DESIGN_NICKNAME = cursor_pulse
export VERILOG_FILES = /design/flow/design.v
export SDC_FILE = /design/flow/constraint.sdc
export NUM_CORES = 4
export LEC_CHECK = 1
export CORE_AREA = 10 10 84 84
export DIE_AREA = 0 0 94 94
$ cat /design/flow/constraint.sdc
current_design cursor_pulse

set clk_period 5.8
set clk_io_pct 0.2

create_clock -name clk0 -period $clk_period [get_ports {clk}]

set non_clock_inputs [all_inputs -no_clocks]
set_input_delay [expr $clk_period * $clk_io_pct] -clock clk0 $non_clock_inputs
set_output_delay [expr $clk_period * $clk_io_pct] -clock clk0 [all_outputs]
$ cat /design/flow/design.v
module move_x_direction(pulse, dir_in, pix_count);
	input pulse;
	input [1:0]dir_in;	
	output reg [7:0]pix_count;
	always@(posedge pulse)
	begin
		if(!dir_in[0])
		begin
			if(pix_count < 8'd152)
			begin
				pix_count <= pix_count + 8'd1;					
			end
			else
			begin
				pix_count <= 8'd0;
			end
		end
		else if(!dir_in[1])
		begin
			if(pix_count > 8'd0)
			begin
				pix_count <= pix_count - 8'd1;					
			end
			else
			begin
				pix_count <= 8'd154;
			end
		end
	end
endmodule
module move_y_direction(pulse, dir_in, pix_count);
	input pulse;
	input [1:0]dir_in;	
	output reg [6:0]pix_count;
	always@(posedge pulse)
	begin
		if(!dir_in[0])
		begin
			if(pix_count < 8'd118)
			begin
				pix_count <= pix_count + 7'd1;					
			end
			else
			begin
				pix_count <= 7'd0;
			end
		end
		else if(!dir_in[1])
		begin
			if(pix_count > 7'd0)
			begin
				pix_count <= pix_count - 7'd1;					
			end
			else
			begin
				pix_count <= 7'd118;
			end
		end
	end
endmodule
module cursor_pulse(select,clk,Enable,pulse); 
      input clk,Enable;
		output reg pulse;
		input [1:0]select;
		reg [19:0] counter;
		always @ (posedge clk)
		begin
		if(!Enable)
		begin
		counter <= 20'b0;
		pulse <= 1'b0;
		end
		else if(Enable)
		     begin
			       if(select == 2'b00)
					    begin
			          counter <= 20'd781249; 
			               if (counter == 20'd0)
								begin
					             counter <= 20'd781249;
					             pulse <= ~pulse;
								end
					         else
					             counter <= counter - 1'b1;
			          end
					 else if(select == 2'b01)
					    begin
						 counter <= 20'd700000;  
						      if (counter == 20'd0)
								begin
								    counter <= 20'd500000;
									 pulse <= ~pulse;
								end
								else
								    counter <= counter - 1'b1;
						 end
					 else if(select == 2'b10)
					    begin
						 counter <= 20'd750000; 
						      if (counter == 20'd0)
								begin
								    counter <= 20'd600000;
									 pulse <= ~pulse;
								end
								else
								    counter <= counter - 1'b1;
						 end
					 else 
					    begin
					    counter <= 20'd416000;
						      if (counter == 20'd0)
								begin
								    counter <= 20'd416000;
									 pulse <= ~pulse;
								end
								else
								    counter <= counter - 1'b1;
						 end
			  end
		end
endmodule
module cursor_draw(X_in, Y_in, CLOCK_50, X_out, Y_out, Color_out);	
	input [7:0] X_in;
	input [6:0] Y_in;
	input CLOCK_50;
	reg [2:0] Color;
	output reg [7:0] X_out;
	output reg [6:0] Y_out;
	output [2:0] Color_out;
	always @(posedge CLOCK_50)
	begin		
		if(X_out <= 8'd159)
		begin
			X_out <= X_out + 8'b1;
		end
		else
		begin
			Y_out <= Y_out + 7'b1;
			X_out <= 8'b0;		
		end				
	end
	always @(posedge CLOCK_50)
	begin			
		if ((Y_out >= Y_in) && (Y_out < (Y_in + 7'd4)))
		begin
			if((X_out >= X_in) && (X_out < (X_in + 8'd4)))
			begin
				Color <= 3'b101;
			end
			else
			begin	
				Color <= 3'b000;
			end
		end
	end
	assign Color_out = Color;
endmodule
$ cat /design/flow/run.sh
#!/bin/bash
# OpenROAD 26Q1-2900-gdf79404cd8, Yosys 0.63+post, stock flow scripts
make -C /OpenROAD-flow-scripts/flow DESIGN_CONFIG=/design/flow/config.mk WORK_HOME=/design/flow/orfs finish
==> impl_report.txt <==
RUN METRICS
----------------------------------------------------
[Status]
  Outcome ........................ complete, no violations

[Worst setup path]
  Classification of the worst setup path ........................ in -> reg
  Critical R2R Launch ........................ counter[0]
  Cell family with the largest share of critical-path delay ........................ buffers and inverters
  Delay of the slowest cell on the worst path ........................ 0.57 ns
  Reg-to-reg setup timing slack ........................ 3.81 ns
  Reg-to-reg critical path endpoint ........................ counter[5]
  Buf/Inv on CP ........................ 2
  Master of the slowest instance on the critical path ........................ sky130_fd_sc_hd__clkdlybuf4s50_1
  CP startpoint kind ........................ primary input
  Critical Path, Cell by Cell ........................ clkdlybuf4s50_1, inv_1, o41ai_1, a31oi_1
  Data required time at the worst endpoint ........................ 5.92 ns
  Maximum net fanout on the critical path ........................ 6
  Worst Path Arrival ........................ 2.37 ns
  Path depth of the worst reg2reg path ........................ 6
  Kind of capture point of the worst setup path ........................ flip-flop

[Logic synthesis]
  Register bit total from synthesis ........................ 21
  Cells in synth_stat.txt ........................ 127
  Chip area in the Yosys report ........................ 0.00119 mm2
  Largest area contributor in the netlist ........................ sky130_fd_sc_hd__dfxtp_1
  Fraction of the yosys area taken by sequential cells ........................ 35.3%
  Most popular library cell in the synthesized design by count ........................ sky130_fd_sc_hd__dfxtp_1
  Predominant post-synthesis flop cell ........................ sky130_fd_sc_hd__dfxtp_1
  Async set-or-reset flop fraction in the synthesized netlist ........................ 0%
  Distinct cells, synth ........................ 39
  Post-synthesis instance area ........................ 0.00119 mm2
  Gate count after technology mapping ........................ 127
  Largest cells by area ........................ sky130_fd_sc_hd__dfxtp_1 35%, sky130_fd_sc_hd__xnor2_1 5.9%, sky130_fd_sc_hd__o31ai_1 5.0%, sky130_fd_sc_hd__a21oi_1 3.4%, sky130_fd_sc_hd__a211oi_1 3.1%
  Total number of yosys warnings ........................ 1
  Mean post-synth cell area ........................ 9.39 um2
  Number of enable flip-flop cells ........................ 0
  Area share of the largest cell type after synthesis ........................ 35.3%
  Commonest cells in the synthesized netlist ........................ 21 x sky130_fd_sc_hd__dfxtp_1, 8 x sky130_fd_sc_hd__a21oi_1, 8 x sky130_fd_sc_hd__o31ai_1, 8 x sky130_fd_sc_hd__xnor2_1, 7 x sky130_fd_sc_hd__nor2_1

[Floorplanning]
  Die Area ........................ 0.00884 mm2
  Height of the chip ........................ 94 um
  Pre-Place Util ........................ 22.9%
  Core Area ........................ 0.00520 mm2
  Die outline width ........................ 94 um
  Number of top-level design ports ........................ 5
  Row cnt ........................ 26

[Cells and area]
  Fraction of layout instances using a drive strength above 1 ........................ 13.1%
  Final Instance Area ........................ 0.00134 mm2
  FILL cells ........................ 586
  Area growth syn-to-layout ........................ 12.1%

[Final timing]
  Final setup violating endpoints ........................ 0
  Time the final worst path needs with I/O delays and setup ........................ 2.25 ns
  RSZ-0062 raised after global routing ........................ false
  Pin slew with the least headroom to its limit ........................ 0.585 ns
  Ratio of final minimum period to clock period ........................ 38.8%
  Fin. Hold Viols ........................ 0
  Headroom to the max-slew limit ........................ 60.6%
  Final setup TNS ........................ 0 ns
  Number of slew-limit violations in the final report ........................ 0
  Maximum operating frequency ........................ 0.444 GHz
  Final clock skew ........................ 0.00309 ns

[Hold path]
  Critical hold path startpoint ........................ counter[18]
  Hold Path Depth ........................ 2
  Endpoint of the worst hold path ........................ counter[18]
  Hold Crit Class ........................ reg -> reg

[Clocking]
  CTS sink cnt ........................ 21
  CTS Hold Buffers Added ........................ 0
  Clk Latency, worst-skew pair ........................ 0.26 ns
  Gates resized, CTS repair ........................ 0
  TritonCTS Buffers ........................ 3
  H-tree depth ........................ 1
  Reg clk slew, reported paths ........................ 0.08 ns
  CTS Root Buffer Type ........................ sky130_fd_sc_hd__clkbuf_8
  Post-CTS setup buffers ........................ 0
  CTS tree ........................ done
  CTS max path bufs ........................ 2

[Power and ir drop]
  Clock share of power ........................ 11.2%
  Static leakage power ........................ 0.421 nW
  Internal Power ........................ 462 uW
  Fraction of power spent switching nets ........................ 46.2%
  Combinational fraction of design power ........................ 54.3%
  Seq pwr share ........................ 34.5%
  Maximum vdd ir drop ........................ 0.000175 V
  Net switching power figure ........................ 396 uW
  Final Total Pwr ........................ 858 uW
  Cell area power density ........................ 642 mW/mm2

[Placement]
  Number of I/O port buffers ........................ 4
  Half-perimeter wire length after detailed placement ........................ 1.76 mm
  Last weighted congestion value of the routability-driven placer ........................ 0.802
  Area post-placement ........................ 0.00129 mm2

[Detailed routing]
  Vias ........................ 954
  First-pass iteration count of the detailed router ........................ 4
  Final routed wirelength across all metal layers ........................ 2.36 mm
  Count of antenna-violating nets left after detailed routing ........................ 0
  Post-detailed-route wirelength per cell ........................ 11.8 um
  DRC violation count after routing ........................ 0
  Antenna Diode Count ........................ 0
  Number of DRC violations after detailed-routing iteration 0 ........................ 35
  Vias per std cell ........................ 4.77

[Job]
  Number of warnings in the stage logs ........................ 26
  Max Cap Viol ........................ 0

[GRT]
  Wire length of the first global-routing pass ........................ 4.11 mm
  Global routing usage on met2 ........................ 8.41%
  Antenna violations before repair ........................ 0
  Vias in the first global route ........................ 866
  Busiest metal layer after global routing ........................ met2
  Met1 GRT Util ........................ 8.30%
  Met3 Resource Use GR ........................ 0.969%
  GRT Total Usage ........................ 5.53%
  Largest net degree at the start of global routing ........................ 16
  Total gr overflow ........................ 0

----------------------------------------------------
layout by cell type, fill, tap and decap left out, types with 2 or more instances in the layout:
cell	count
sky130_fd_sc_hd__nand2b_1	2
sky130_fd_sc_hd__ha_1	2
sky130_fd_sc_hd__nand4_1	4
sky130_fd_sc_hd__xnor2_1	8
sky130_fd_sc_hd__o31ai_1	8
sky130_fd_sc_hd__nor3_1	5
sky130_fd_sc_hd__nand2_1	4
sky130_fd_sc_hd__clkdlybuf4s50_1	4
sky130_fd_sc_hd__or4_1	3
sky130_fd_sc_hd__or3_1	6
sky130_fd_sc_hd__a211oi_1	5
sky130_fd_sc_hd__a31oi_1	5
sky130_fd_sc_hd__o21ai_0	5
sky130_fd_sc_hd__clkbuf_8	3
sky130_fd_sc_hd__nor4_2	2
sky130_fd_sc_hd__nor2_1	7
sky130_fd_sc_hd__dfxtp_1	21
sky130_fd_sc_hd__a21oi_1	8
sky130_fd_sc_hd__xor2_1	3
sky130_fd_sc_hd__o41ai_1	2
sky130_fd_sc_hd__inv_1	5
worst max-delay path by stage:
stage	start	end	slack [ns]	cells after the start
CTS	pulse	pulse	3.56	1
global route	select[0]	counter[16]	3.39	4
finish	select[0]	counter[16]	3.55	4
area by class of cell:
| type | instances | area, um2 | area share (%) |
|---|---|---|---|
| inverter | 5 | 18.8 | 1.40 |
| timing repair buffer | 4 | 40.0 | 3.00 |
| clock buffer | 4 | 45.0 | 3.37 |
| tap | 70 | 87.6 | 6.55 |
| multi-input combinational | 96 | 724 | 54.2 |
| sequential | 21 | 420 | 31.5 |
power groups by stage:
stage / logic, mW / clock network (mW) / registers [mW]
4_1_cts: 0.466 / 0.0982 / 0.296
5_1_grt: 0.521 / 0.106 / 0.309
6_report: 0.466 / 0.0964 / 0.296
tightest hold or removal path, delay by kind of cell (launching register included):
family,cells,cell delay (ns)
flops,1,0.32
compound gates,2,0.12
state kept, by name, summed over array words and instances (netlist names):
register and flops:
counter 20, pulse 1
cell families after synthesis:
group	share of synthesized area, %
and+or+nand+nor	30.2
DFF	35.3
AOI/OAI and AO/OA	20.4
xor gates and xnor gates	8.08
buffers and inverters	3.99
adders and majority gates	2.10
routing by layer:
metal | up-vias | share of wire [%]
met5 | - | 0
met2 | 13 | 45
met1 | 448 | 51
li1 | 491 | -
met3 | 2 | 3.8
met4 | 0 | 0.21
through the flow:
step	utilization [%]	setup slack [ns]	hold slack, ns	instances
after floorplan	-	3.94	0.444	127
after global placement	24.8	3.30	0.462	196
after detailed placement	24.8	3.29	0.476	196
after CTS	25.7	3.56	0.489	200
after global routing	25.7	3.39	0.507	200
final	25.7	3.55	0.484	200
No activity file was given, so power comes from the tool's default toggle rates.
