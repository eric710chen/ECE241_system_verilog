$ cat flow/config.mk
export PLATFORM = sky130hd
export DESIGN_NAME = shape_draw
export DESIGN_NICKNAME = shape_draw
export VERILOG_FILES = /design/flow/design.v
export SDC_FILE = /design/flow/constraint.sdc
export NUM_CORES = 4
export LEC_CHECK = 1
export CORE_UTILIZATION = 40
$ cat flow/constraint.sdc
current_design shape_draw

set clk_period 2.8
set clk_io_pct 0.2

create_clock -name clk0 -period $clk_period [get_ports {CLOCK_50}]

set non_clock_inputs [all_inputs -no_clocks]
set_input_delay [expr $clk_period * $clk_io_pct] -clock clk0 $non_clock_inputs
set_output_delay [expr $clk_period * $clk_io_pct] -clock clk0 [all_outputs]
$ cat flow/design.v
module shape_draw(Ctrl_Signal, X_in, Y_in, CLOCK_50, X_out, Y_out, Color_out);
	input [1:0] Ctrl_Signal;
	input [7:0] X_in;
	input [6:0] Y_in;		
	input CLOCK_50;
	reg [2:0] Color_out_wire;
	output reg [7:0] X_out;
	output reg [6:0] Y_out;
	output [2:0] Color_out;
	always @(posedge CLOCK_50)
	begin		
		if(X_out <= 8'd159)
		begin
			X_out <= X_out + 8'b1;
		end
		else
		begin
			Y_out <= Y_out + 7'b1;
			X_out <= 8'b0;		
		end				
	end
	always @(posedge CLOCK_50)
	begin		
		if(Ctrl_Signal == 2'b00)
		begin
			if ((Y_out >= Y_in) && (Y_out < (Y_in + 7'd12))) 
			begin
				if((X_out >= X_in) && (X_out < (X_in + 8'd7))) 
				begin
					Color_out_wire <= 3'b100; 
				end
				else
				begin	
					Color_out_wire <= 3'b000;
				end
			end
		end
		else if(Ctrl_Signal == 2'b01)
		begin			
			if ((Y_out >= Y_in) && (Y_out < (Y_in + 7'd8))) 
			begin
				if((X_out >= X_in) && (X_out < (X_in + 8'd8))) 
				begin
					Color_out_wire <= 3'b010 ; 
				end
				else
				begin	
					Color_out_wire <= 3'b000;
				end				
			end								
		end
		else if(Ctrl_Signal == 2'b10)
		begin			
			if ((Y_out >= Y_in) && (Y_out < (Y_in + 7'd10))) 
			begin
				if((X_out >= X_in) && (X_out < (X_in + 8'd7))) 
				begin
					Color_out_wire <= 3'b011; 
				end
				else
				begin	
					Color_out_wire <= 3'b000;
				end				
			end								
		end
		else if(Ctrl_Signal == 2'b11)
		begin			
			if ((Y_out >= Y_in) && (Y_out < (Y_in + 7'd6))) 
			begin
				if((X_out >= X_in) && (X_out < (X_in + 8'd10))) 
				begin
					Color_out_wire <= 3'b111; 
				end
				else
				begin	
					Color_out_wire <= 3'b000;
				end				
			end								
		end
	end 
	assign Color_out = Color_out_wire;
endmodule
$ cat flow/run.sh
#!/bin/bash
# OpenROAD 26Q1-2900-gdf79404cd8, Yosys 0.63+post, stock flow scripts
make -C /OpenROAD-flow-scripts/flow DESIGN_CONFIG=/design/flow/config.mk WORK_HOME=/design/flow/orfs finish
==> results.tsv <==
metric	value	unit
synthesized netlist cell count	280	
most instantiated cells after synthesis	sky130_fd_sc_hd__ha_1, sky130_fd_sc_hd__xnor2_1, sky130_fd_sc_hd__inv_1	
vias per inst	5.054	
WP data arrival	2660	ps
number of H-tree levels	1	
maximum number of pins on one net before global-route repair	14	
status	finished, final reports clean	
wire length per cell after detailed routing	12.92	µm
power density normalized to cell area	212.1	nW/µm²
ant diodes	0	
Post-synth top flop	sky130_fd_sc_hd__edfxtp_1	
Syn Area/Cell	9.027	µm²
cell area after synthesis	2527	µm²
number of antenna violations at the first check in global routing	0	
area of the die	6641	µm²
cell at the root of the clock tree	sky130_fd_sc_hd__clkbuf_8	
Core Area	5991	µm²
TritonCTS Buffers	3	
final count of hold timing violations	0	
number of fill cells in the layout	559	
total number of placement rows	28	
Area leader share	35.15	%
YS chip area	2527	µm²
worst reg2reg path depth	6	
r2r setup slk	740	ps
library cell occupying the most area in the post-synthesis netlist	sky130_fd_sc_hd__ha_1	
core utilization at floorplan	42.19	%
number of violations of the max-capacitance limit	0	
Yosys reg bits	18	
f_max	0.3740	GHz
overflow left after global routing	0	
global-route usage over all layers	18.15	%
Slew HR	69.47	%
first-pass detailed-route iteration total	6	
setup violation total in the final timing report	0	
first-pass GRT wire length	9135	µm
top cells, area	sky130_fd_sc_hd__ha_1, sky130_fd_sc_hd__edfxtp_1, sky130_fd_sc_hd__xnor2_1	
final wirelength	5543	µm
via count of the routed design	2168	
Synthesis Warnings	1	
post-route clock period utilization	95.50	%
post-synthesis cell type with the largest instance count	sky130_fd_sc_hd__ha_1	
share of the yosys chip area belonging to registers	18.22	%
WHS	509.4	ps
critical setup path kind	input port to flip-flop	
maximum number of buffers from clock root to sink	2	
Worst-Skew Late Latency	250	ps
final estimated routing congestion in global placement	0.8950	
I/O pin total	36	
worst hold endpoint	X_out[0]$_SDFF_PN0_	
clock input transition at the sequential cells of the worst setup and hold paths	70	ps
clock tree from TritonCTS	built	
half-perimeter wire length after detailed placement	4599	µm
clock skew after layout	2.584	ps
Worst EP required	2790	ps
post-CTS repair timing setup buffer count	0	
Distinct lib cells used	39	
multi-input combinational cell area	2017	µm²
antenna violation net count after detailed routing	0	
Final Instance Count excl. Fillers	429	
IO Port Bufs	35	
area overhead of the layout relative to synthesis	32.13	%
area used by sequential logic in the layout	460.4	µm²
worst vdd rail ir drop	0.1702	mV
minimum period implied by the final worst setup slack	2674	ps
top routing layer in use	met4	
clock sink count	18	
Die X	81.49	µm
cell count after placement	425	
Post-synth EDFFs	10	
number of max-slew violations in the final report	0	
post-placement worst setup slack	-411.3	ps
Hold/Removal Path Class	flip-flop to flip-flop	
DRT iter0 DRCs	86	
Non-Filler Cell Area, Final	3339	µm²
Sum Neg Setup Slack	0	ps
number of cells on the worst hold path	1	
number of global-route vias before repair	1945	
Final Worst Setup Slack	125.9	ps
cell count listed in synth_stat.txt	280	
met1 layer wirelength in the final routing	3036	µm
critical register-to-register path endpoint	Color_out_wire[1]$_SDFFCE_PP0P_	
met3 wire len	125	µm
placed standard-cell area	3237	µm²
Die Ht	81.49	µm
min-delay src	X_out[0]$_SDFF_PN0_	
number of logged tool warnings	39	
wire length on met2	2362	µm
startpoint kind of the worst setup timing path	input port	
Remaining DRCs	0	
Lkg Pwr	1.662	nW
startpoint of the lowest-slack register-to-register path	Y_out[1]$_DFFE_PN_	
biggest fanout along the worst timing path	3	
proportion of synthesized flip-flops having asynchronous set or reset	0	%
worst-margin pin slew	456.6	ps
proportion of layout cells with a drive suffix above 1	15.25	%
crit path capture type	flip-flop	
==> layout by cell type (no fill, tap or decap), types with 2 or more instances in the layout <==
cell / n
sky130_fd_sc_hd__inv_1: 22
sky130_fd_sc_hd__buf_4: 38
sky130_fd_sc_hd__a211oi_1: 4
sky130_fd_sc_hd__o21bai_1: 2
sky130_fd_sc_hd__dlygate4sd2_1: 3
sky130_fd_sc_hd__o211a_1: 3
sky130_fd_sc_hd__dfxtp_1: 8
sky130_fd_sc_hd__nor3_1: 3
sky130_fd_sc_hd__nand2_1: 10
sky130_fd_sc_hd__a31oi_1: 2
sky130_fd_sc_hd__xor2_1: 8
sky130_fd_sc_hd__nand2b_1: 3
sky130_fd_sc_hd__edfxtp_1: 10
sky130_fd_sc_hd__xnor2_1: 29
sky130_fd_sc_hd__a21oi_2: 2
sky130_fd_sc_hd__o21ai_0: 10
sky130_fd_sc_hd__a21boi_0: 2
sky130_fd_sc_hd__nand3_1: 15
sky130_fd_sc_hd__clkbuf_8: 3
sky130_fd_sc_hd__nor2_1: 19
sky130_fd_sc_hd__clkdlybuf4s50_1: 30
sky130_fd_sc_hd__a21o_1: 7
sky130_fd_sc_hd__a31oi_2: 2
sky130_fd_sc_hd__nand4_1: 4
sky130_fd_sc_hd__nor2b_1: 7
sky130_fd_sc_hd__nor3b_1: 2
sky130_fd_sc_hd__dlymetal6s2s_1: 2
sky130_fd_sc_hd__and3_1: 4
sky130_fd_sc_hd__a21oi_1: 12
sky130_fd_sc_hd__ha_1: 70
sky130_fd_sc_hd__o211ai_1: 2
==> layout make-up <==
type	instances	area share [%]
clock buffer	3	1.236
timing repair buffer	73	19.07
tap	75	2.810
sequential	18	13.79
inverter	23	2.585
multi-input combinational	236	60.40
clock inverter	1	0.1124
==> through the flow <==
stage / util, % / power [mW]
finish: 55.74 / 0.7082
global route: 55.74 / 0.7609
CTS: 54.91 / 0.7100
detailed placement: 54.03 / 0.5282
global placement: 54.03 / 0.5274
floorplan: - / 0.4208
==> how the worst max path moves through the flow <==
| stage | start | to | cells after the start |
|---|---|---|---|
| after CTS | Y_in[4] | Color_out_wire[0]$_SDFFCE_PN0P_ | 10 |
| after global routing | X_in[1] | Color_out_wire[1]$_SDFFCE_PP0P_ | 11 |
| final | X_in[2] | Color_out_wire[1]$_SDFFCE_PP0P_ | 12 |
==> layer usage <==
| layer | GRT usage [%] | vias up |
|---|---|---|
| met2 | 28.00 | 25 |
| met5 | 0 | - |
| met4 | 0.8929 | 0 |
| li1 | - | 1159 |
| met3 | 1.353 | 2 |
| met1 | 29.45 | 982 |
==> repair_timing <==
item,CTS,global route
gates resized,7,9
cloned,0,0
hold buffers,0,0
pin swaps,6,5
endpoints found under the setup margin,3,6
==> report_power, final <==
| part | internal, mW | leakage [nW] | total [mW] | switching, mW |
|---|---|---|---|---|
| registers | 0.276 | 0.167 | 0.277 | 0.000163 |
| logic | 0.133 | 1.47 | 0.252 | 0.119 |
| clock network | 0.0972 | 0.0231 | 0.180 | 0.0824 |
==> critical path, cell delays in order <==
cell and delay (ps):
sky130_fd_sc_hd__clkdlybuf4s50_1 510, sky130_fd_sc_hd__inv_1 90, sky130_fd_sc_hd__ha_1 170, sky130_fd_sc_hd__a21boi_0 170, sky130_fd_sc_hd__buf_4 150, sky130_fd_sc_hd__nor2_1 50
sky130_fd_sc_hd__xnor2_1 120, sky130_fd_sc_hd__ha_1 320, sky130_fd_sc_hd__o2111a_1 190, sky130_fd_sc_hd__o31ai_2 90, sky130_fd_sc_hd__a31oi_2 150, sky130_fd_sc_hd__a21oi_1 80
==> cells by family after synthesis <==
logic type      Yosys count  share of synthesized area [%]
compound gates           59                          15.89
flops                    18                          18.22
fa+ha+maj                71                          35.15
xor+xnor                 37                          12.82
buf+inv                  26                          4.207
simple gates             69                          13.71
==> sequential cells by signal (all words and copies together), names as in the netlist <==
register and cells:
Color_out_wire 3, X_out 8, Y_out 7
No activity file was given, so power comes from the tool's default toggle rates.
